==> design/flow/design.v <==
module idex(
	input logic clock,
	input logic PipeWriteEn, 
	input logic MemToReg, RegWrite,
	input logic MemRead, MemWrite, 
	input logic [1:0] iControl,
	input logic ALUSrc,
	input logic [1:0] RegDst, 
	input logic [4:0] ALUOp,
	input logic Branch, BranchControl,
	input logic [1:0] Jump, 
	input logic [31:0] ia, id,
	input logic [31:0] radata, memWriteData,
	input logic [31:0] zeroPadShamt, signExtend, zeroPadI,
	output logic MemToReg_pipe_id, RegWrite_pipe_id,
	output logic MemRead_pipe_id, MemWrite_pipe_id,
	output logic [1:0] iControl_pipe_id,
	output logic ALUSrc_pipe_id,
	output logic RegDst_pipe_id,
	output logic [4:0] ALUOp_pipe_id,
	output logic Branch_pipe_id, BranchControl_pipe_id,
	output logic [1:0] Jump_pipe_id,
	output logic [31:0] ia_pipe_id, id_pipe_id,
	output logic [31:0] radata_pipe_id, memWriteData_pipe_id,
	output logic [31:0] zeroPadShamt_pipe_id, signExtend_pipe_id, zeroPadI_pipe_id
);
	logic MemToReg_pipe_reg, RegWrite_pipe_reg;
	logic MemRead_pipe_reg, MemWrite_pipe_reg;
	logic [1:0] iControl_pipe_reg;
	logic ALUSrc_pipe_reg;
	logic RegDst_pipe_reg;
	logic [4:0] ALUOp_pipe_reg;
	logic Branch_pipe_reg, BranchControl_pipe_reg;
	logic [1:0] Jump_pipe_reg;
	logic [31:0] ia_pipe_reg, id_pipe_reg;
	logic [31:0] radata_pipe_reg, memWriteData_pipe_reg;
	logic [31:0] zeroPadShamt_pipe_reg, signExtend_pipe_reg, zeroPadI_pipe_reg;
	always_ff @(negedge clock) begin
		if(PipeWriteEn == 1'b1) begin
			MemToReg_pipe_reg <= MemToReg;
			RegWrite_pipe_reg <= RegWrite;
			MemRead_pipe_reg <= MemRead;
			MemWrite_pipe_reg <= MemWrite;
			iControl_pipe_reg <= iControl;
			ALUSrc_pipe_reg <= ALUSrc;
			RegDst_pipe_reg <= RegDst;
			ALUOp_pipe_reg <= ALUOp;
			Branch_pipe_reg <= Branch;
			BranchControl_pipe_reg <= BranchControl;
			Jump_pipe_reg <= Jump;
			ia_pipe_reg <= ia;
			id_pipe_reg <= id;
			radata_pipe_reg <= radata;
			memWriteData_pipe_reg <= memWriteData;
			zeroPadShamt_pipe_reg <= zeroPadShamt;
			signExtend_pipe_reg <= signExtend;
			zeroPadI_pipe_reg <= zeroPadI;
		end
		else begin
			MemToReg_pipe_reg <= 1'b0;
			RegWrite_pipe_reg <= 1'b0;
			MemRead_pipe_reg <= 1'b0; 
			MemWrite_pipe_reg <= 1'b0;
			iControl_pipe_reg <= 2'b00;
			ALUSrc_pipe_reg <= 1'b0;
			RegDst_pipe_reg <= 2'b00;
			ALUOp_pipe_reg <= 5'b00000;
			Branch_pipe_reg <= 1'b0;
			BranchControl_pipe_reg <= 1'b0;
			Jump_pipe_reg <= 2'b00;
			ia_pipe_reg <= ia;
			id_pipe_reg <= id;
			radata_pipe_reg <= radata;
			memWriteData_pipe_reg <= memWriteData;
			zeroPadShamt_pipe_reg <= zeroPadShamt;
			signExtend_pipe_reg <= signExtend;
			zeroPadI_pipe_reg <= zeroPadI;
		end
	end
	always_comb begin
		MemToReg_pipe_id <= MemToReg_pipe_reg;
		RegWrite_pipe_id <= RegWrite_pipe_reg;
		MemRead_pipe_id <= MemRead_pipe_reg;
		MemWrite_pipe_id <= MemWrite_pipe_reg;
		iControl_pipe_id <= iControl_pipe_reg;
		ALUSrc_pipe_id <= ALUSrc_pipe_reg;
		RegDst_pipe_id <= RegDst_pipe_reg;
		ALUOp_pipe_id <= ALUOp_pipe_reg;
		Branch_pipe_id <= Branch_pipe_reg;
		BranchControl_pipe_id <= BranchControl_pipe_reg;
		Jump_pipe_id <= Jump_pipe_reg;
		ia_pipe_id <= ia_pipe_reg;
		id_pipe_id <= id_pipe_reg;
		radata_pipe_id <= radata_pipe_reg;
		memWriteData_pipe_id <= memWriteData_pipe_reg;
		zeroPadShamt_pipe_id <= zeroPadShamt_pipe_reg;
		signExtend_pipe_id <= signExtend_pipe_reg;
		zeroPadI_pipe_id <= zeroPadI_pipe_reg;
	end
endmodule
==> design/flow/run.sh <==
#!/bin/bash
# OpenROAD 26Q1-2900-gdf79404cd8, Yosys 0.63+post, stock flow scripts
make -C /OpenROAD-flow-scripts/flow DESIGN_CONFIG=/design/flow/config.mk WORK_HOME=/design/flow/orfs finish
==> design/flow/config.mk <==
export PLATFORM = sky130hd
export DESIGN_NAME = idex
export DESIGN_NICKNAME = idex
export VERILOG_FILES = /design/flow/design.v
export SDC_FILE = /design/flow/constraint.sdc
export NUM_CORES = 4
export LEC_CHECK = 1
export CORE_AREA = 10 10 252 252
export DIE_AREA = 0 0 262 262
==> design/flow/constraint.sdc <==
current_design idex

set clk_period 1.0
set clk_io_pct 0.2

create_clock -name clk0 -period $clk_period [get_ports {clock}]

set non_clock_inputs [all_inputs -no_clocks]
set_input_delay [expr $clk_period * $clk_io_pct] -clock clk0 $non_clock_inputs
set_output_delay [expr $clk_period * $clk_io_pct] -clock clk0 [all_outputs]
==> ci_impl_report.md <==
### Flow metrics

| Metric | Value |
|---|---|
| Hold buffers post-CTS | 0 |
| Seq. cell area | 0.004908 mm² |
| Mean area per synthesized cell | roughly 19 µm² |
| Via count | 4889 |
| Mapped Area | roughly 0.005 mm² |
| Hold Path End | memWriteData_pipe_reg[28] |
| OpenROAD warning count | about 270 |
| Worst-path cell chain | buf_2 |
| DRT Pass-1 Iters | 4 |
| GP Congestion | 0.7944 |
| Area Overhead vs Synth | 135.0% |
| CP max stage cell | dfxtp_2 |
| Critical path buffers and inverters | 1 |
| TritonCTS clock tree | built |
| Synth Instances | 260 |
| Setup bufs post-CTS | 0 |
| Most numerous logic cell after layout | inv_1 |
| Hold Path Depth | 1 |
| Final wirelength | 25730 µm |
| Clock-pin slew on the worst setup and hold paths | 0.06 ns |
| DR WL/cell | 14.22 µm |
| Detail Placement HPWL | roughly 20000 µm |
| Boundary Pins | 485 |
| Synth Seq Share | 97.23% |
| H-tree depth | 1 |
| Crit end category | output pin |
| Top Layout Cells | inv_1 (244), clkdlybuf4s50_1 (242), buf_2 (226) |
| Yosys reg bits | 241 |
| Via density | 2.701 |
| Initial antenna violation count | 4 |
| # rows | 88 |
| Leakage | 5.844 nW |
| Failing checks | setup timing |
| Yosys Warn Count | 1 |
| Distinct cells, synth | 5 |
| Layout fillers | between 6k and 7k |
| Max_cap viols | 0 |
| Clk sinks | 241 |
| Worst Setup Start Kind | register |
| Core Area | 0.05781 mm² |
| Hold Path Origin | memWriteData[28] |
| Peak supply drop | 1.560 mV |
| Chip area | approximately 0.07 mm² |
| RSZ-0062 raised after global routing | yes |
| Global Route Usage Sum | around 7% |
| Root Buffer | clkbuf_16 |
| Status | complete, but fails checks |
| Final setup viols | 241 |
| CP arrival | 1.54 ns |
| First-pass GRT wire length | 34420 µm |
| Slew HR | between 80% and 90% |
| Comb area | 130.1 µm² |
| Grt total ovfl | 0 |
| Routed Antenna Nets | 0 |
| CTS max path bufs | 3 |
| Synthesis area per yosys | 0.004962 mm² |
| DRC | 0 |
| Setup slack after layout | -0.7394 ns |
| Critical path required time | ~0.80 ns |
| WS Path Type | reg2out |
| HP Class | in2reg |
| Yosys cell count | around 260 |
| Die W | 262 µm |
| TritonCTS buffer count | 29 |
| Final Non-Filler Cells | between 1.5k and 2k |
| Final Hold Fails | 0 |
| CP delay by family, top | flip-flops |
| Slew Viols, Final | 0 |
| Inst Count DP | 1519 |
| Die height | 262 µm |
| Pwr dens | 2237 mW/mm² |
| Worst Max-Slew Pin Slew | 0.2055 ns |
| Largest stage delay on the critical path | a little over 0.3 ns |
| # diodes | 0 |
| Critical-path maximum fanout | 1 |
| Share of layout cells above drive strength 1 | roughly 36% |
| Port Buffer Count | ~480 |
| Starting DRC count in detailed routing | 145 |
| Pre-CTS setup slack | -0.6051 ns |
| Number of global-route vias before repair | 5717 |
| Pin count of the biggest net entering global routing | 16 |
| Initial Utilization | 8.584% |
per-stage QoR:
step	utilization (%)	hold slack, ns	cell area (µm²)	total power, W	setup TNS (ns)
3_5_place_dp	18.75	1.152	10840	0.01401	-175.69
4_1_cts	20.05	0.4878	11590	0.02698	-179.10
5_1_grt	20.18	0.4916	11660	0.02822	-182.93
6_report	20.18	0.5219	11660	0.02609	-169.09
2_1_floorplan	-	0.7277	4974	0.01182	-0.3768
3_3_place_gp	18.75	1.148	10840	0.01401	-175.22
Yosys cell counts:
| cell | instances | area, µm² |
|---|---|---|
| and2_1 | 4 | 25.02 |
| and2_2 | 13 | 97.59 |
| buf_6 | 1 | 11.26 |
| dfxtp_1 | 241 | 4825 |
| inv_1 | 1 | 3.750 |
layer usage:
| metal | GRT usage [%] | share of wire [%] | wire [µm] | vias to the layer above |
|---|---|---|---|---|
| met5 | 0 | 0.051 | 13 | - |
| met2 | 9.805 | 43 | 11020 | 391 |
| met3 | 5.909 | 17 | 4490 | 42 |
| li1 | - | - | - | 2348 |
| met4 | 3.496 | 2.6 | 679 | 2 |
| met1 | 7.116 | 37 | 9526 | 2106 |
worst max-delay path by stage:
stage,startpoint,endpoint,slack (ns),cells past startpoint
6_report,id_pipe_reg[3],id_pipe_id[3],-0.74,1
5_1_grt,zeroPadShamt_pipe_reg[10],zeroPadShamt_pipe_id[10],-0.81,1
4_1_cts,zeroPadShamt_pipe_reg[10],zeroPadShamt_pipe_id[10],-0.78,1
area by class of cell:
| type | count | area share, % |
|---|---|---|
| timing repair buffer | 495 | 32.69 |
| multi-input combinational | 17 | 1.116 |
| clock inverter | 263 | 9.687 |
| tap | 765 | 8.206 |
| sequential | 241 | 42.08 |
| clock buffer | 29 | 6.222 |
report_power, final:
| group | leakage [nW] | switching, W | internal [W] |
|---|---|---|---|
| logic | 2.06 | 0.000359 | 0.00123 |
| registers | 2.03 | 0.000125 | 0.0102 |
| clock network | 1.75 | 0.00673 | 0.00741 |
logic make-up (layout without fill, tap and decap cells):
group	count (synthesis)	count (layout)	synth area share (%)
buf+inv	2	787	0.3025
flops	241	241	97.23
simple gates	17	17	2.471
timing repair:
| action | 4_1_cts | 5_1_grt |
|---|---|---|
| setup endpoints to repair | 241 | 241 |
| endpoints found under the hold margin | 0 | 0 |
| gates resized | 834 | 33 |
Power figures rest on the tool's default switching activity, not on a simulated workload.
