File: design/flow/run.sh
#!/bin/bash
# OpenROAD 26Q1-2900-gdf79404cd8, Yosys 0.63+post, stock flow scripts
make -C /OpenROAD-flow-scripts/flow DESIGN_CONFIG=/design/flow/config.mk WORK_HOME=/design/flow/orfs finish
File: design/flow/config.mk
export PLATFORM = sky130hd
export DESIGN_NAME = exmem
export DESIGN_NICKNAME = exmem
export VERILOG_FILES = /design/flow/design.v
export SDC_FILE = /design/flow/constraint.sdc
export NUM_CORES = 4
export LEC_CHECK = 1
export CORE_AREA = 10 10 167 167
export DIE_AREA = 0 0 177 177
File: design/flow/constraint.sdc
current_design exmem

set clk_period 1.0
set clk_io_pct 0.2

create_clock -name clk0 -period $clk_period [get_ports {clock}]

set non_clock_inputs [all_inputs -no_clocks]
set_input_delay [expr $clk_period * $clk_io_pct] -clock clk0 $non_clock_inputs
set_output_delay [expr $clk_period * $clk_io_pct] -clock clk0 [all_outputs]
File: design/flow/design.v
module exmem(
	input logic clock,
	input logic MemToReg, RegWrite,
	input logic MemRead, MemWrite,
	input logic [31:0] JumpSel,
	input logic [31:0] memAddr,
	input logic [31:0] memWriteData,
	input logic [4:0] regWriteDst,
	input logic [31:0] id, 
	output logic MemToReg_pipe_ex, RegWrite_pipe_ex,
	output logic MemRead_pipe_ex, MemWrite_pipe_ex,
	output logic [31:0] JumpSel_pipe_ex,
	output logic [31:0] memAddr_pipe_ex,
	output logic [31:0] memWriteData_pipe_ex,
	output logic [4:0] regWriteDst_pipe_ex,
	output logic [31:0] id_pipe_ex
);
	logic MemToReg_pipe_reg, RegWrite_pipe_reg;
	logic MemRead_pipe_reg, MemWrite_pipe_reg;
	logic [31:0] JumpSel_pipe_reg;
	logic [31:0] memAddr_pipe_reg;
	logic [31:0] memWriteData_pipe_reg;
	logic [4:0] regWriteDst_pipe_reg;
	logic [31:0] id_pipe_reg;
	always_ff @(negedge clock) begin
		MemToReg_pipe_reg <= MemToReg;
		RegWrite_pipe_reg <= RegWrite;
		MemRead_pipe_reg <= MemRead;
		MemWrite_pipe_reg <= MemWrite;
		JumpSel_pipe_reg <= JumpSel;
		memAddr_pipe_reg <= memAddr;
		memWriteData_pipe_reg <= memWriteData;
		regWriteDst_pipe_reg <= regWriteDst;
		id_pipe_reg <= id;
	end
	always_comb begin
		MemToReg_pipe_ex <= MemToReg_pipe_reg;
		RegWrite_pipe_ex <= RegWrite_pipe_reg;
		MemRead_pipe_ex <= MemRead_pipe_reg;
		MemWrite_pipe_ex <= MemWrite_pipe_reg;
		JumpSel_pipe_ex <= JumpSel_pipe_reg;
		memAddr_pipe_ex <= memAddr_pipe_reg;
		memWriteData_pipe_ex <= memWriteData_pipe_reg;
		regWriteDst_pipe_ex <= regWriteDst_pipe_reg;
		id_pipe_ex <= id_pipe_reg;
	end
endmodule
==> results.sh <==
# yosys + openroad results
export IMPL_outcome="complete, but fails checks"
export IMPL_violated_checks="negative setup slack"
export IMPL_worstHoldPathType="input pin to flop"
export IMPL_grt_ovfl_total=0
export IMPL_layout_setup_ws_ns=-0.5499
export IMPL_maxCapViolCount=0
export IMPL_vdd_ir_drop_max_uv=955.1
export IMPL_yosys_stat_seqShare_pct=99.86
export IMPL_maxSlewHeadroom_pct=88.28
export IMPL_critPathMaxFanout=1
export IMPL_place_area_mm2=0.005894
export IMPL_post_synth_inst_count=138
export IMPL_worstPathBufferInverterCount=1
export IMPL_cts_root_buffer_cell="sky130_fd_sc_hd__clkbuf_16"
export IMPL_die_y_um=177
export IMPL_layout_cell_area_non_filler_mm2=0.006326
export IMPL_clkSlewWorstSetupHoldPaths_ns=0.03
export IMPL_rsz0062_at_grt="true"
export IMPL_worst_pin_slew_ns=0.1758
export IMPL_ys_chip_area_mm2=0.002746
export IMPL_grt_pass1_vias=3123
export IMPL_report_final_hold_viol_count=0
export IMPL_grt_antenna_before_repair=0
export IMPL_worst_hold_startpoint="memAddr[9]"
export IMPL_dr_wl_met2_mm=4.268
export IMPL_synth_top_area_share_pct=99.86
export IMPL_min_to="memAddr_pipe_reg[9]$_DFF_N_"
export IMPL_wl_met3_mm=2.237
export IMPL_area_delta_synth_final_pct=130.3
export IMPL_place_port_buffers=274
export IMPL_syn_area_per_cell_um2=19.90
export IMPL_wire_per_inst_um=11.30
export IMPL_route_vias_total=2593
export IMPL_ant_nets=0
export IMPL_clockBufferDepth=2
export IMPL_detailed_place_hpwl_mm=7.823
export IMPL_mi_comb_cells=0
export IMPL_most_common_layout_cells="137 x sky130_fd_sc_hd__inv_1, 137 x sky130_fd_sc_hd__clkdlybuf4s50_1, 136 x sky130_fd_sc_hd__buf_2, 125 x sky130_fd_sc_hd__dfxtp_1, 17 x sky130_fd_sc_hd__clkbuf_16"
export IMPL_static_leakage_power_nw=3.252
export IMPL_timing_critical_path_from="id_pipe_reg[21]$_DFF_N_"
export IMPL_m1WireLength_mm=3.384
export IMPL_pre_cts_ws_ns=-0.5273
export IMPL_drcViolationCount=0
export IMPL_tritoncts="done"
export IMPL_gr_usage_all_layers_pct=6.329
export IMPL_cp_start_kind="flop"
export IMPL_die_size_x_um=177
export IMPL_ys_cells=138
export IMPL_critical_path_slowest_cell="sky130_fd_sc_hd__dfxtp_2"
export IMPL_htree_levels=4
export IMPL_drive_gt1_share_pct=31.21
export IMPL_place_gp_congestion=0.7553
export IMPL_placeableCoreArea_mm2=0.02432
export IMPL_fp_utilization_pct=11.29
export IMPL_timing_worst_setup_path_type="flop to primary output"
export IMPL_holdPathStages=1
export IMPL_routed_wl_mm=10.21
export IMPL_detail_route_antenna_diodes=0
export IMPL_pin_count_of_the_biggest_net_entering_global_routing=17
export IMPL_initialDrtViolationCount=40
export IMPL_worstPathCellList="buf_2"
export IMPL_timing_final_max_slew_violations=0
export IMPL_yosys_register_bits=137
export IMPL_synthTopCellsByArea="sky130_fd_sc_hd__dfxtp_1 100%, sky130_fd_sc_hd__inv_1 0.14%"
export IMPL_core_rowCount=57
export IMPL_fin_total_pwr_w=0.01487
export IMPL_power_per_cell_area_mw_per_mm2=2351
export IMPL_total_of_endpoints_with_negative_setup_slack_in_the_final_report=137
export IMPL_place_detailed_instances=736
export IMPL_top_signal_layer_used="met4"
export IMPL_critical_path_required_ns=0.80
export IMPL_warnings=164
export IMPL_ios=275
export IMPL_post_layout_nonfiller_instances=904
export IMPL_dieArea_mm2=0.03133
export IMPL_post_synth_instance_area_mm2=0.002746
export IMPL_postCtsHoldBufs=0
export IMPL_crit_family="flip-flops"
export IMPL_yosys_warnings=1
export IMPL_critical_path_endpoint_type="primary output"
export IMPL_cts_buffers_inserted=17
export IMPL_timing_critical_path_slowest_cell_delay_ns=0.30
export IMPL_clock_sink_count=137
export IMPL_largest_area_contributor_in_the_netlist="sky130_fd_sc_hd__dfxtp_1"
export IMPL_mi_logic_area_um2=0
export IMPL_grt_first_pass_wirelength_mm=15.22
export IMPL_netlist_cell_type_count=2
export IMPL_routed_via_density=2.868
export IMPL_detailedRoute_firstPassIterationCount=4
export IMPL_critical_path_arrival_ns=1.35
-- stage by stage --
| step | TNS, ns | hold slack, ns | utilization, % |
|---|---|---|---|
| CTS | -76.68 | 0.6629 | 25.95 |
| floorplan | 0 | 0.7277 | - |
| detailed placement | -92.94 | 1.152 | 24.24 |
| global placement | -92.54 | 1.148 | 24.24 |
| finish | -72.46 | 0.6883 | 26.01 |
| global route | -80.21 | 0.6567 | 26.01 |
-- kinds of logic (layout without fill, tap and decap cells) --
kind of cell / count (synthesis) / count (layout) / synth area share, %
DFF: 137 / 137 / 99.86
buffers and inverters: 1 / 443 / 0.1365
-- metal layers --
metal	track usage [%]	vias up
met2	8.227	229
li1	-	1291
met4	4.133	0
met1	4.809	1048
met5	0	-
met3	8.277	25
-- final cells by class --
class	instances	area [um^2]
well taps	324	405.4
repair buffers	274	2063
clock inverters	152	674.4
clock buffers	17	425.4
fillers	2540	17990
flip-flops and latches	137	2758
-- synth_stat cells (all sizes together) --
cell,instances
inv,1
dfxtp,137
-- worst max-delay path by stage --
| stage | slack, ns | cells past startpoint | endpoint |
|---|---|---|---|
| 5_1_grt | -0.62 | 1 | memAddr_pipe_ex[10] |
| 4_1_cts | -0.59 | 1 | memWriteData_pipe_ex[14] |
| 6_report | -0.55 | 1 | id_pipe_ex[21] |
-- timing repair --
item | 4_1_cts | 5_1_grt
resized | 431 | 9
setup endpoints to repair | 137 | 137
setup buffers | 0 | 0
-- report_power, final --
| part | switching [W] | total (W) | internal, W |
|---|---|---|---|
| Combinational | 0.000131 | 0.000771 | 0.000640 |
| Sequential | 0.0000542 | 0.00586 | 0.00581 |
| Clock | 0.00415 | 0.00824 | 0.00409 |
| Total | 0.00434 | 0.0149 | 0.0105 |
